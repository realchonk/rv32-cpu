==> flow/design.v <==
module AlignedRAM(
	input [31:0] addr,
	inout [31:0] data,
	input [1:0] size,
	input rw, clk
);
parameter ADDR=32'h2000_0000;
parameter SIZE=256;
localparam REAL_SIZE = SIZE / 4;
reg [31:0] mem [REAL_SIZE-1:0];
reg [31:0] buffer;
wire enabled = (addr >= ADDR) && (addr < (ADDR + SIZE));
wire [31:0] internal_addr = (addr - ADDR) >> 2;
always@ (posedge clk)
begin
	if (enabled && rw)
	begin
		case (size)
		2'b11: mem[internal_addr] <= data;
		endcase
	end
end
always@ (posedge clk)
begin
	if (enabled && !rw)
	begin
		buffer = mem[internal_addr];
		case (size)
		2'b01: buffer = (buffer >> (addr[1:0] * 8)) & 32'hff;
		2'b10: buffer = (buffer >> (addr[1] ? 16 : 0)) & 32'hffff;
		endcase
	end
end
assign data = (enabled && !rw) ? buffer : 32'bz;
endmodule
==> flow/run.sh <==
#!/bin/bash
# OpenROAD 26Q1-2900-gdf79404cd8, Yosys 0.63+post, stock flow scripts
make -C /OpenROAD-flow-scripts/flow DESIGN_CONFIG=/design/flow/config.mk WORK_HOME=/design/flow/orfs finish
==> flow/config.mk <==
export PLATFORM = sky130hd
export DESIGN_NAME = AlignedRAM
export DESIGN_NICKNAME = AlignedRAM
export VERILOG_FILES = /design/flow/design.v
export SDC_FILE = /design/flow/constraint.sdc
export NUM_CORES = 4
export LEC_CHECK = 1
export CORE_UTILIZATION = 50
==> flow/constraint.sdc <==
current_design AlignedRAM

set clk_period 27.7
set clk_io_pct 0.2

create_clock -name clk0 -period $clk_period [get_ports {clk}]

set non_clock_inputs [all_inputs -no_clocks]
set_input_delay [expr $clk_period * $clk_io_pct] -clock clk0 $non_clock_inputs
set_output_delay [expr $clk_period * $clk_io_pct] -clock clk0 [all_outputs]
==> run_results.csv <==
group,metric,value,unit
run_status,outcome,"did not finish",
run_status,stop_stage,"clock tree synthesis (4_1_cts)",
run_status,stop_error,"[error] [KeplerFormal.cpp:679] Workflow failed: Iso has multiple drivers: .data12, data[12]$_DFFE_PP_.Q0",
yosys,synth_area,0.0804,mm²
floorplanning,rows,146,
yosys,edf_count,2080,
cts,htree_levels,4,
floorplanning,fp_util,50.6,%
cts,cts_resized,0,
yosys,top_logic_kind,"AND-OR/OR-AND gates",
yosys,avgSynthCellArea,18.8,µm²
placed_design,portBuffers,35,
floorplanning,ioPinCount,68,
yosys,synth.cellmix.simpleShare,2.93,%
cts,root_buffer,"clkbuf_16",
floorplanning,fp.dieW,403,µm
yosys,synth.ff_latch_count,2080,
yosys,synthMuxAreaShare,8.26,%
cts,cts_setup_buffers,0,
placed_design,dp.cells,6333,
yosys,compound_area_share,8.88,%
yosys,ys_sh_xor,0,%
cts,numCtsBuffers,208,
yosys,synth_seq_share,77.7,%
cts,clock-sinks,2080,
yosys,adder_share,0.0467,%
cts,ctsHoldBuffers,0,
yosys,ys.flop_type,"edfxtp_1",
yosys,yosys-stat-area,0.0804,mm²
yosys,ys_cells,4286,
yosys,ys_warn_count,2,
yosys,yosysUniqueCellTypes,84,
yosys,synthArstFlopShare,0,%
placed_design,dpl_cell_area,0.0841,mm²
placed_design,hpwl,155000,µm
yosys,synthesis.instances,4286,
placed_design,gp_congestion,0.964,
floorplanning,die_y,403,µm
cts,max-clock-path-buffers,3,
==> synth_stat cells, types with 6 or more instances <==
cell type,count,area share (%)
o21ai_0,60,0.37
mux4_2,123,3.4
edfxtp_1,2080,78
a22oi_1,222,2.1
buf_4,60,0.56
buf_6,24,0.34
and3_1,15,0.12
nand3_1,15,0.093
a221oi_1,160,1.7
a22o_1,57,0.62
a21oi_1,89,0.55
clkbuf_1,68,0.32
a222oi_1,14,0.17
and3b_1,15,0.16
nand2_1,127,0.59
o2111ai_1,6,0.065
mux2i_1,219,2.7
a211o_1,9,0.098
nand4_1,18,0.14
buf_2,136,0.85
a221o_1,48,0.60
nor2b_1,11,0.086
a31o_2,7,0.076
nor3_1,28,0.17
buf_1,13,0.061
o221ai_1,14,0.15
nor2_1,132,0.62
o31ai_1,6,0.056
o22ai_1,69,0.54
o2bb2ai_1,25,0.27
a2111oi_0,6,0.065
nor4_1,18,0.14
a31oi_1,41,0.32
nand2b_1,18,0.14
mux2_2,145,2.0
and2_1,14,0.11
a211oi_1,26,0.24
o211ai_1,17,0.16
inv_1,6,0.028
o22a_1,13,0.14
nor3b_1,8,0.075
==> per-stage QoR <==
stage	hold slack (ns)	total power, mW	worst slack, ns
2_1_floorplan	0.715	3.65	18.93
3_3_place_gp	0.637	3.78	17.19
3_5_place_dp	0.642	3.78	17.07
==> logic make-up after synthesis <==
kind of cell / count (synthesis)
adders and majority gates: 3
muxes: 490
and+or+nand+nor: 465
buffers and inverters: 310
AOI/OAI and AO/OA: 938
DFF: 2080
Power figures rest on the tool's default switching activity, not on a simulated workload.
