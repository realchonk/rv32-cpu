File: flow/config.mk
export PLATFORM = sky130hd
export DESIGN_NAME = RiscVCore
export DESIGN_NICKNAME = RiscVCore
export VERILOG_FILES = /design/flow/design.v
export SDC_FILE = /design/flow/constraint.sdc
export NUM_CORES = 4
export LEC_CHECK = 1
export CORE_AREA = 10 10 73 73
export DIE_AREA = 0 0 83 83
File: flow/constraint.sdc
current_design RiscVCore

set clk_period 1.9
set clk_io_pct 0.2

create_clock -name clk0 -period $clk_period [get_ports {clk}]

set non_clock_inputs [all_inputs -no_clocks]
set_input_delay [expr $clk_period * $clk_io_pct] -clock clk0 $non_clock_inputs
set_output_delay [expr $clk_period * $clk_io_pct] -clock clk0 [all_outputs]
File: flow/design.v
module ALU(
	input [31:0] a, b,
	output [31:0] data_out,
	input [3:0] op,
	output carry, zero, lt,
	input oe
);
function [32:0] calculate(input [31:0] a, b, input [3:0] op);
	case (op)
	4'b0000: calculate = a + b;
	4'b1000: calculate = a - b;
	4'b0001: calculate = a << b;
	4'b0010: calculate = $signed(a) < $signed(b);
	4'b0011: calculate = a < b;
	4'b0100: calculate = a ^ b;
	4'b0101: calculate = a >> b;
	4'b1101:	calculate = $signed(a) >>> b;
	4'b0110: calculate = a | b;
	4'b0111: calculate = a ^ b;
	default:	calculate = 33'bx;
	endcase
endfunction
wire [32:0] result = calculate(a, b, op);
assign carry = result[32];
assign zero = (result[31:0] == 32'b0);
assign lt = $signed(a) < $signed(b);
assign data_out = oe ? result[31:0] : 32'bz;
endmodule
module BranchTester(
	input carry, zero, lt,
	input [2:0] funct3,
	input check,
	output reg taken=0
);
always@ (posedge check)
begin
	case (funct3)
	3'b000:	taken =  zero;
	3'b001:	taken = !zero;
	3'b100:	taken =  lt;
	3'b101:	taken = !lt;
	3'b110:	taken =  carry;
	3'b111:	taken = !carry;
	default:	taken =  0;
	endcase
end
endmodule
module InstructionDecoder(
	input [31:0] instr_in,
	input [2:0] type,
	input [2:0] T_in,
	input [2:0] funct3,
	input [6:0] opcode,
	input [4:0] rs1, rs2, rd,
	input carry, zero, lt,
	output pc_oe, pc_we, pc_inc, pc_oe2,
	output ir_we, mar_we, mar_oe,
	output rs1_en, rs2_en, rd_we,
	output mem_rw, se_en, se_oe,
	output imm_ena, imm_enb, imm_enc,
	output funct3_ov, mdb_en, alu_oe,
	output [3:0] funct3_val,
	output [1:0] mem_size,
	output T_rst, branch_taken,
	output hlt,
	input clk
);
reg [31:0] control_word = 0;
BranchTester bt(
	.carry(carry),
	.zero(zero),
	.lt(lt),
	.funct3(funct3),
	.taken(branch_taken),
	.check(clk & control_word[19])
);
always@ (*)
begin
	case (T_in)
	3'b000:  
		control_word <= (32'b1 << (3)) | (((3) & 3) << 24) | (32'b1 << (4)) | (32'b1 << (2));
	3'b001:
	begin
		if (type == 0) control_word <= (32'b1 << (30)) | (32'b1 << (31));
		else case (opcode[6:2])
		5'b01100:  
			control_word <= (32'b1 << (7)) | (32'b1 << (8)) | (32'b1 << (17)) | (32'b1 << (9)) | (32'b1 << (31));
		5'b00100:  
			control_word <= (32'b1 << (7)) | (32'b1 << (13)) | (32'b1 << (17)) | (32'b1 << (9)) | (32'b1 << (31));
		5'b01101:  
			control_word <= (32'b1 << (14)) | (32'b1 << (9)) | (32'b1 << (31));
		5'b01000:  
			control_word <= (32'b1 << (13)) | (32'b1 << (7)) | (32'b1 << (17)) | (32'b1 << (15)) | (((4'b0000) &  15) << 20) | (32'b1 << (5));
		5'b00000:  
			control_word <= (32'b1 << (13)) | (32'b1 << (7)) | (32'b1 << (17)) | (32'b1 << (15)) | (((4'b0000) &  15) << 20) | (32'b1 << (5));
		5'b11011:  
			if (rd == 5'b0)
				control_word <= (32'b1 << (13)) | (32'b1 << (17)) | (32'b1 << (0)) | (32'b1 << (1)) | (32'b1 << (15)) | (((4'b0000) &  15) << 20) | (32'b1 << (31));
			else control_word <= (32'b1 << (0)) | (32'b1 << (9)) | (32'b1 << (17)) | (32'b1 << (15)) | (((4'b0000) &  15) << 20) | (32'b1 << (8));
		5'b11001:  
			control_word <= (32'b1 << (0)) | (32'b1 << (9)) | (32'b1 << (17)) | (32'b1 << (8));
		5'b00101:  
			control_word <= (32'b1 << (0)) | (32'b1 << (13)) | (32'b1 << (9));
		5'b11000:  
			control_word <= (((4'b1000) &  15) << 20) | (32'b1 << (15)) | (32'b1 << (7)) | (32'b1 << (8)) | (32'b1 << (17)) | (32'b1 << (19));
		5'b00011:  
			control_word <= (32'b1 << (31));
		5'b11100:  
			control_word <= (instr_in[20] ? (32'b1 << (30)) : 0) | (32'b1 << (31));
		default: control_word <= (32'b1 << (30));
		endcase
	end
	3'b010:
		case (opcode[6:2])
		5'b01000:  
			control_word <= (32'b1 << (6)) | (32'b1 << (10)) | (32'b1 << (8)) | (32'b1 << (16)) | (((funct3[1:0] + 1) & 3) << 24) | (32'b1 << (31));
		5'b00000:  
			control_word <= (32'b1 << (6)) | (32'b1 << (9)) | (32'b1 << (18)) | (funct3[2] ? 0 : (32'b1 << (11))) | (((funct3[1:0] + 1) & 3) << 24) | (32'b1 << (31));
		5'b11011:  
			control_word <= (32'b1 << (13)) | (32'b1 << (17)) | (32'b1 << (0)) | (32'b1 << (1)) | (32'b1 << (15)) | (((4'b0000) &  15) << 20) | (32'b1 << (31));
		5'b11001:  
			control_word <= (32'b1 << (13)) | (32'b1 << (7)) | (32'b1 << (17)) | (32'b1 << (1)) | (32'b1 << (31));
		5'b11000:  
			control_word <= (branch_taken ? ((32'b1 << (1)) | (32'b1 << (0)) | (32'b1 << (13)) | (32'b1 << (17)) | (32'b1 << (15)) | (((4'b0000) &  15) << 20)) : 0) | (32'b1 << (31));
		default: control_word <= (32'b1 << (30));
		endcase
	default: control_word <= (32'b1 << (30));
	endcase
end
assign pc_oe		= control_word[0];
assign pc_we		= control_word[1];
assign pc_inc		= control_word[2];
assign pc_oe2		= control_word[3];
assign ir_we		= control_word[4];
assign mar_we		= control_word[5];
assign mar_oe		= control_word[6];
assign rs1_en		= control_word[7];
assign rs2_en		= control_word[8];
assign rd_we		= control_word[9];
assign mem_rw		= control_word[10];
assign se_en		= control_word[11];
assign imm_ena		= control_word[12];
assign imm_enb		= control_word[13];
assign imm_enc		= control_word[14];
assign funct3_ov	= control_word[15];
assign mdb_en		= control_word[16];
assign alu_oe		= control_word[17];
assign se_oe		= control_word[18];
assign funct3_val	= control_word[23:20];
assign mem_size	= control_word[25:24];
assign hlt			= control_word[30];
assign T_rst		= control_word[31];
endmodule
module InstructionExtractor(
	input [31:0] instr,
	output [6:0] opcode,
	output [31:0] immed,
	output [4:0] rd, rs1, rs2,
	output [2:0] funct3,
	output       bit30,
	output [2:0] type
);
parameter TYPE_ILL	= 3'd0,	 
			 TYPE_R		= 3'd1,	 
			 TYPE_I		= 3'd2,	 
			 TYPE_U		= 3'd3,	 
			 TYPE_S		= 3'd4,	 
			 TYPE_B		= 3'd5,	 
			 TYPE_J		= 3'd6,	 
			 TYPE_NOP	= 3'd7;	 
function [31:0] extract_immed(input [31:0] instr, input [2:0] type);
	case (type)
	3'd2:		extract_immed = (instr[31] ? 32'hfffff000 : 0) | instr[31:20];
	3'd3: 	extract_immed = instr[31:12] << 12;
	3'd4: 	extract_immed = (instr[31] ? 32'hfffff000 : 0) | (instr[31:25] << 5) | instr[11:7];
	3'd5: 	extract_immed =((instr[31] ? 32'hfffff000 : 0) | (instr[30:25] << 5) | (instr[11:8] << 1) | (instr[7] << 11)) - 4;
	3'd6:		extract_immed =((instr[31] ? 32'hfff00000 : 0) | (instr[19:12] << 12) | (instr[20] << 11) | (instr[30:21] << 1)) - 4;
	default:	extract_immed = 32'bz;
	endcase
endfunction
function [2:0] determine_type(input [6:0] opcode);
	if (opcode[1:0] != 2'b11) determine_type = TYPE_ILL;
	else case (opcode[6:2])
	5'b11001:	determine_type = TYPE_R;	 
	5'b01100:	determine_type = TYPE_R;	 
	5'b00000:	determine_type = TYPE_I;	 
	5'b00100:	determine_type = TYPE_I;	 
	5'b01101:	determine_type = TYPE_U;	 
	5'b00101:	determine_type = TYPE_U;	 
	5'b11000:	determine_type = TYPE_B;	 
	5'b01000:	determine_type = TYPE_S;	 
	5'b11011:	determine_type = TYPE_J;	 
	5'b00011:	determine_type = TYPE_NOP;	 
	5'b11101:	determine_type = TYPE_NOP;	 
	default:		determine_type = TYPE_ILL;
	endcase
endfunction
wire   is_shift= ((opcode & 7'b1011111) == 7'b0010011) && (funct3[1:0] == 2'b01);
assign opcode 	= 																					  instr[6:0];
assign rd		= ((type != TYPE_S) && (type != TYPE_B))								? instr[11: 7] : 5'b0;
assign funct3	= ((type != TYPE_U) && (type != TYPE_J))								? instr[14:12] : 3'b0;
assign rs1		= ((type != TYPE_U) && (type != TYPE_J))								? instr[19:15] : 5'b0;
assign rs2		= ((type == TYPE_R) || (type == TYPE_S) || (type == TYPE_B))	? instr[24:20] : 5'b0;
assign immed	=																					  extract_immed(instr, type);
assign type		=																					  determine_type(opcode);
assign bit30	= ((type == TYPE_R) || is_shift)											? instr[30] : 1'b0;
endmodule
module ProgramCounter(
	input [31:2] data_in,
	output [31:0] data_out,
	output [31:0] data_out2,
	input oe, oe2, we, inc,
	input clk, rst
);
reg [31:2] pc = 0;
always@ (posedge clk)
begin
	if (rst) pc <= 0;
	else if (we) pc <= data_in;
	else if (inc) pc <= pc + 4;
end
assign data_out = oe  ? pc | 2'b0 : 32'bz;
assign data_out2 = oe2 ? pc | 2'b0 : 32'bz;
endmodule
module Register #(
	parameter DEPTH = 32,
	parameter INIT_VALUE = 0
)(
	input [DEPTH-1:0] data_in,					 
	output [DEPTH-1:0] data_out,				 
	input we, oe,									 
	input clk, rst									 
);
reg [DEPTH-1:0] data = INIT_VALUE;
always@ (posedge clk)
begin
	if (rst) data <= INIT_VALUE;
	else if (we) data <= data_in;
end
assign data_out = oe ? data : 32'bz;
endmodule
module RegisterFile(
	output [31:0] rs1_data, rs2_data,
	input [31:0] rd_data,
	input [4:0] rs1, rs2, rd,
	input rs1_en, rs2_en, rd_we,
	input clk, rst
);
integer i;
reg [31:0] regs [30:0];
always@ (posedge clk, posedge rst)
begin
	if (rst)
	begin
		for (i = 0; i < 31; i = i + 1)
			regs[i] <= 0;
		i <= 'bx;
	end
	else if (rd_we && (rd != 5'b0))
		regs[rd - 1] <= rd_data;
end
assign rs1_data = rs1_en ? (rs1 != 5'b0 ? regs[rs1 - 1] : 32'b0) : 32'bz;
assign rs2_data = rs2_en ? (rs2 != 5'b0 ? regs[rs2 - 1] : 32'b0) : 32'bz;
initial begin
	for (i = 0; i < 31; i = i + 1)
		regs[i] <= 0;
	i <= 'bx;
end
endmodule
module RiscVCore(
	output [31:0] mem_addr,		 
	inout [31:0] mem_data,		 
	output mem_rw,					 
	output [1:0] mem_size,		 
	output [31:0] debug_a,		 
					  debug_b,
					  debug_c,
	output branch_taken,			 
	output instr_finish,			 
	output hlt,						 
	input clk, rst					 
);
reg [2:0] T = 0;		 
wire [31:0] instruction;
wire [31:0] bus_a, bus_b, bus_c;
wire [31:0] immediate;
wire [2:0] instr_type;
wire [6:0] opcode;
wire [4:0] rs1, rs2, rd;
wire [3:0] alu_op, alu_op_ie, alu_op_id;
wire alu_carry, alu_zero, alu_lt;
wire rs1_en, rs2_en, rd_we;
wire pc_oe, pc_we, pc_inc, pc_oe2;
wire ir_we, mar_we, mar_oe, se_oe, se_en;
wire imm_ena, imm_enb, imm_enc;
wire funct3_ov, mdb_en, alu_oe;
wire T_rst;
assign alu_op = funct3_ov ? alu_op_id : alu_op_ie;
InstructionExtractor ie(
	.instr(instruction),
	.opcode(opcode),
	.immed(immediate),
	.rd(rd),
	.rs1(rs1),
	.rs2(rs2),
	.funct3(alu_op_ie[2:0]),
	.bit30(alu_op_ie[3]),
	.type(instr_type)
);
InstructionDecoder id(
	.instr_in(instruction),
	.type(instr_type),
	.T_in(T),
	.funct3(alu_op_ie[2:0]),
	.opcode(opcode),
	.rs1(rs1),
	.rs2(rs2),
	.rd(rd),
	.carry(alu_carry),
	.zero(alu_zero),
	.lt(alu_lt),
	.pc_oe(pc_oe),
	.pc_we(pc_we),
	.pc_inc(pc_inc),
	.pc_oe2(pc_oe2),
	.ir_we(ir_we),
	.mar_we(mar_we),
	.mar_oe(mar_oe),
	.rs1_en(rs1_en),
	.rs2_en(rs2_en),
	.rd_we(rd_we),
	.mem_rw(mem_rw),
	.se_en(se_en),
	.se_oe(se_oe),
	.imm_ena(imm_ena),
	.imm_enb(imm_enb),
	.imm_enc(imm_enc),
	.funct3_ov(funct3_ov),
	.mdb_en(mdb_en),
	.alu_oe(alu_oe),
	.funct3_val(alu_op_id),
	.mem_size(mem_size),
	.hlt(hlt),
	.T_rst(T_rst),
	.branch_taken(branch_taken),
	.clk(clk)
);
ALU alu(
	.a(bus_a),
	.b(bus_b),
	.data_out(bus_c),
	.op(alu_op),
	.carry(alu_carry),
	.zero(alu_zero),
	.lt(alu_lt),
	.oe(alu_oe)
);
RegisterFile rf(
	.rs1_data(bus_a),
	.rs2_data(bus_b),
	.rd_data(bus_c),
	.rs1(rs1),
	.rs2(rs2),
	.rd(rd),
	.rs1_en(rs1_en),
	.rs2_en(rs2_en),
	.rd_we(rd_we),
	.clk(clk),
	.rst(rst)
);
ProgramCounter pc(
	.data_in(bus_c),
	.data_out(bus_a),
	.data_out2(mem_addr),
	.oe(pc_oe),
	.we(pc_we),
	.inc(pc_inc),
	.oe2(pc_oe2),
	.clk(clk),
	.rst(rst)
);
Register #(.DEPTH(32), .INIT_VALUE(32'h00000013)) ir(
	.data_in(mem_data),
	.data_out(instruction),
	.we(ir_we),
	.oe(1),
	.clk(clk),
	.rst(rst)
);
Register #(.DEPTH(32)) mar(
	.data_in(bus_c),
	.data_out(mem_addr),
	.we(mar_we),
	.oe(mar_oe),
	.clk(clk),
	.rst(rst)
);
SignExtender se(
	.data_in(mem_data),
	.data_out(bus_c),
	.size(mem_size),
	.se(se_en),
	.oe(se_oe)
);
assign bus_a = imm_ena ? immediate : 32'bz;
assign bus_b = imm_enb ? immediate : 32'bz;
assign bus_c = imm_enc ? immediate : 32'bz;
assign mem_data = mdb_en ? bus_b : 32'bz;
assign debug_a = bus_a;
assign debug_b = bus_b;
assign debug_c = bus_c;
wire T_rst2 = ((opcode == 7'b0010011) && (rd == 5'b0));
assign instr_finish = T_rst || T_rst2 || (T == 3'd7);
always@ (negedge clk)
begin 
	if (rst || instr_finish) T <= 0;
	else T <= T + 1'b1;
end
endmodule
module SignExtender(
	input [31:0] data_in,
	output [31:0] data_out,
	input [1:0] size,
	input se, oe
);
function [31:0] sign_extend(input [31:0] data_in, input [1:0] size);
	case (size)
	2'b01:	sign_extend = (data_in[ 7] ? 32'hffffff00 : 0) | data_in[ 7:0];
	2'b10:	sign_extend = (data_in[15] ? 32'hffff0000 : 0) | data_in[15:0];
	default:	sign_extend = data_in;
	endcase
endfunction
assign data_out = oe ? (se ? sign_extend(data_in, size) : data_in) : 32'bz;
endmodule
File: flow/run.sh
#!/bin/bash
# OpenROAD 26Q1-2900-gdf79404cd8, Yosys 0.63+post, stock flow scripts
make -C /OpenROAD-flow-scripts/flow DESIGN_CONFIG=/design/flow/config.mk WORK_HOME=/design/flow/orfs finish
==> flow_summary.ini <==
; generated from flow reports
[run_status]
status = finished, violations left
violations = negative setup slack

[clock_network]
cts_num_sinks = 4
insertion_delay_ns = 0.29
cts_made_buffers = 3
cts_root_buf = clkbuf_8
cts-hold-fix-buffers = 0
cts_tree = done
clk_pin_slew_ns = 0.04
cts_max_path_buffers = 2
cts_max_level = 1

[logic_synthesis]
ys.flops = 4
syn_area_um2 = 1470
syn_inst = 192
yosys_area_um2 = 1470
yosysWarnings = 345
postSynthSeqShare_pct = 5.44
syn_avg_cell_area_um2 = 7.66
synth.distinct_cells = 12
ys_cells = 192

[die]
dieArea_um2 = 6890
core_area_um2 = 3740
fp_util_pct = 39.3
io_pins = 168
core.rowCount = 22
die_h_um = 83
dieWidth_um = 83

[pwr]
comb_power_share_pct = 30.9
power_mw = 0.452
p_leak_nw = 0.775
power_density_nw_per_um2 = 363
max-vdd-ir-drop_uv = 152
p_int_mw = 0.309
p_sw_mw = 0.143
clkPwrFrac_pct = 48.2
switching_share_pct = 31.6
seqPwrFrac_pct = 20.8

[worst_setup_path]
crit_chain = inv_4 -> ha_4 -> buf_6 -> nor2_4 -> nor3_2 -> o21bai_1 -> buf_2
reg2regPathDepth = 7
timing.rr.start = T[0]
r2r_slack_ns = -0.43
startpoint_type = register
rr_endpoint = ir.data[1]
critPathKind = register to output port
cp_data_arrival_time_ns = 2.29
cp_data_required_time_ns = 1.52
cp_slowest_cell = dfxtp_4
end_kind = output port
path_max_fanout = 3
critical_path.max_stage_delay_ns = 0.37

[final_timing]
hold_viol = 0
maxSlewViolCount = 0
rsz0062_at_grt = yes
setup_ws_ns = -0.766
clock_skew_ns = 0.0698
setup_viol = 5

[placed_design]
dp_hpwl_mm = 2.55
routabilityCongestion = 0.663
placed_cells = 248
io_buffers = 5

[detailed_routing]
diodes = 0
via_per_inst = 2.70
wl_mm = 2.94
dr.first_iter.drc_count = 20
num_vias = 701
ant_nets = 0
wire_per_inst_um = 11.3
dr.pass1.iters = 4
drc = 0

[global_routing]
grt_pass1_vias = 868
grt_pass1_wl_mm = 4.22
grt_antenna_before_repair = 0
grt_max_degree = 5
grt_overflow = 0
grt_use_total_pct = 6.85

[cells_and_area]
stdcell_count = 260
drive_above_1_share_pct = 18.4
area_growth_pct = -15.3

[hold_path]
hold_path_end = T[0]
hold_start = T[0]
hold_class = register to register
hold_path_depth = 2

[run]
warning_count = 34
maxCapViolCount = 0
[power groups by stage]
stage	Clock [mW]	Combinational (mW)	Sequential (mW)
CTS	0.222	0.141	0.0938
global route	0.236	0.171	0.0948
finish	0.218	0.140	0.0943
[cell usage in the layout, fill, tap and decap left out]
master	instances
nor3_4	1
buf_4	3
ha_4	5
o21ai_2	1
nor2_4	4
inv_4	2
buf_2	4
clkbuf_8	3
dfxtp_1	1
conb_1	162
dlymetal6s2s_1	1
nor2_1	1
dfxtp_4	2
nor3_2	2
a21oi_2	1
o21bai_1	2
nor3b_2	1
clkbuf_1	1
buf_6	8
and2b_2	1
nor3b_1	1
dfxtp_2	1
inv_1	4
[cells by family after synthesis]
logic type	Yosys count	synth area share, %
AOI/OAI and AO/OA	4	1.96
adders and majority gates	5	4.25
buffers and inverters	167	84.2
DFF	4	5.44
other	1	0.255
and+or+nand+nor	11	3.91
[sequential cells by signal (all words and copies together), names as in the netlist]
name,flops
ir.data,1
T,3
[worst max path at each step]
stage | end | cells after the start | start | slack (ns)
CTS | hlt | 7 | T[0] | -0.78
finish | hlt | 7 | T[0] | -0.77
global route | hlt | 7 | T[0] | -0.86
[Yosys cell counts]
cell type | n | share of area (%)
nor2_1 | 5 | 1.3
a21oi_1 | 1 | 0.34
inv_1 | 4 | 1.0
nor3b_1 | 2 | 1.0
o21bai_1 | 2 | 1.0
conb_1 | 1 | 0.25
and2b_2 | 1 | 0.60
ha_1 | 5 | 4.3
dfxtp_1 | 4 | 5.4
o21ai_2 | 1 | 0.60
buf_4 | 163 | 83
nor3_1 | 3 | 1.0
[metal layers]
layer / GRT usage (%) / wire length [um] / vias up
met1: 6.17 / 983 / 298
met2: 12.4 / 1420 / 98
met5: 0 / 0 / -
met4: 1.08 / 28 / 0
met3: 4.72 / 512 / 5
li1: - / - / 300
[through the flow]
step	hold slack, ns	setup TNS [ns]	setup WS [ns]	utilization, %	cell area [um^2]
after floorplan	0.426	-0.914	-0.260	-	2110
after global placement	0.443	-3.70	-0.807	27.5	1030
after detailed placement	0.449	-3.80	-0.806	27.5	1030
after CTS	0.550	-3.27	-0.779	32.6	1220
after global routing	0.574	-3.63	-0.857	33.3	1250
final	0.560	-3.31	-0.766	33.3	1250
[worst max-delay path: cells and delay by family (launching register included)]
kind	cells	cell delay, ns
buffers and inverters	3	0.28
and+or+nand+nor	2	0.11
adders and majority gates	1	0.15
AOI/OAI and AO/OA	1	0.13
DFF	1	0.37
[area by class of cell]
type,count,area (um^2)
inverters,3,16.3
fillers,376,2500
clock buffers,4,45.0
repair buffers,16,145
multi-input cells,182,880
well taps,48,60.1
clock inverters,3,11.3
flip-flops and latches,4,88.8
[timing repair]
item	4_1_cts	5_1_grt
buffers inserted	6	1
setup endpoints to repair	5	8
resized	37	6
cloned	0	0
pin swaps	9	5
