==> design/flow/design.v <==
module RAM(
	input [31:0] addr,
	inout [31:0] data,
	input rw,
	input [1:0] size,
	input clk
);
parameter RAM_START = 32'h0000_0000;
parameter RAM_SIZE  = 32'd256;
localparam ADDR_WIDTH = $clog2(RAM_SIZE);
wire enabled = (addr >= RAM_START) && (addr < (RAM_START + RAM_SIZE));
wire [ADDR_WIDTH-1:0] real_addr = addr - RAM_START;
wire [1:0] lwa = real_addr[1:0];
reg [7:0] ram [(RAM_SIZE>>2)-1:0][3:0];
reg [31:0] buffer = 0;
always@ (posedge clk)
begin
	if (enabled && rw)
		case (size)
		2'b01:
			ram[real_addr >> 2][lwa] <= data[7:0];
		2'b10:
		begin
			ram[real_addr >> 2][lwa + 2'd0] <= data[ 7: 0];
			ram[real_addr >> 2][lwa + 2'd1] <= data[15: 8];
		end
		2'b11:
		begin
			ram[real_addr >> 2][lwa + 2'd0] <= data[ 7: 0];
			ram[real_addr >> 2][lwa + 2'd1] <= data[15: 8];
			ram[real_addr >> 2][lwa + 2'd2] <= data[23:16];
			ram[real_addr >> 2][lwa + 2'd3] <= data[31:24];
		end
		endcase
end
always@ (posedge clk)
begin
	if (enabled && !rw)
		case (size)
		2'b00: buffer <= 32'b0;
		2'b01:
		begin
			buffer[7:0] <= ram[real_addr >> 2][lwa];
			buffer[31:8] <= 24'b0;
		end
		2'b10:
		begin
			buffer[ 7: 0] <= ram[real_addr >> 2][lwa + 2'd0];
			buffer[15: 8] <= ram[real_addr >> 2][lwa + 2'd1];
			buffer[31:16] <= 16'b0;
		end
		2'b11:
		begin
			buffer[ 7: 0] <= ram[real_addr >> 2][lwa + 2'd0];
			buffer[15: 8] <= ram[real_addr >> 2][lwa + 2'd1];
			buffer[23:16] <= ram[real_addr >> 2][lwa + 2'd2];
			buffer[31:24] <= ram[real_addr >> 2][lwa + 2'd3];
		end
		endcase
end
assign data = (enabled && !rw && (size != 2'b00)) ? buffer : 32'bz;
endmodule
==> design/flow/run.sh <==
#!/bin/bash
# OpenROAD 26Q1-2900-gdf79404cd8, Yosys 0.63+post, stock flow scripts
make -C /OpenROAD-flow-scripts/flow DESIGN_CONFIG=/design/flow/config.mk WORK_HOME=/design/flow/orfs finish
==> design/flow/config.mk <==
export PLATFORM = sky130hd
export DESIGN_NAME = RAM
export DESIGN_NICKNAME = RAM
export VERILOG_FILES = /design/flow/design.v
export SDC_FILE = /design/flow/constraint.sdc
export NUM_CORES = 4
export LEC_CHECK = 1
export CORE_UTILIZATION = 50
==> design/flow/constraint.sdc <==
current_design RAM

set clk_period 101.3
set clk_io_pct 0.2

create_clock -name clk0 -period $clk_period [get_ports {clk}]

set non_clock_inputs [all_inputs -no_clocks]
set_input_delay [expr $clk_period * $clk_io_pct] -clock clk0 $non_clock_inputs
set_output_delay [expr $clk_period * $clk_io_pct] -clock clk0 [all_outputs]
==> impl_metrics.tcl <==
# implementation run metrics
set metrics [dict create \
    postPlaceCellArea_um2 210000 \
    ys_async_sr_fraction_pct 0 \
    fp.dieW_um 635 \
    yosysUniqueCellTypes 87 \
    yosys_warnings 2 \
    edf_count 2080 \
    error "[error] [KeplerFormal.cpp:679] Workflow failed: Iso has multiple drivers: .data16, place3366.X0" \
    ioPinCount 68 \
    syn_inst 20400 \
    top_area_cell "edfxtp_1" \
    synth_area_per_cell_um2 9.84 \
    place_ws_ps 73700 \
    ys_chip_area_um2 200000 \
    hold_buffers 0 \
    dp.cells 24500 \
    port_buffers 35 \
    synth-main-ff-cell "edfxtp_1" \
    lastStage "clock tree synthesis" \
    post_cts_buffers 0 \
    cts_sinks 2080 \
    root_buffer "clkbuf_16" \
    synthTopCellsByArea "edfxtp_1 (31%), mux4_2 (27%), mux2i_1 (11%)" \
    ys_cells 20400 \
    die_h_um 635 \
    syn-cell-area_um2 200000 \
    row_count 232 \
    cts_resized 0 \
    fp_util_pct 50.2 \
    htreeDepth 5 \
    status "aborted with a tool error" \
    hpwl_mm 831 \
    yosysSeqAreaShare_pct 31.2 \
    cts-buffers-inserted 268 \
    cts.path.max_buffers 4 \
    yosys.area.top_type_share_pct 31.2 \
    gp_congestion 1.18 \
    ys.flops 2080 \
]
synthesized netlist by cell type, types with 17 or more instances:
| cell type | instances |
|---|---|
| nor2_1 | 2864 |
| nand2_1 | 2558 |
| mux4_2 | 2374 |
| mux2i_1 | 2167 |
| a21oi_1 | 2127 |
| edfxtp_1 | 2080 |
| clkbuf_1 | 1667 |
| o21ai_1 | 1293 |
| o21ai_0 | 885 |
| buf_2 | 586 |
| buf_1 | 213 |
| nor4_1 | 210 |
| nand3_1 | 200 |
| or4_1 | 191 |
| nand4_1 | 101 |
| buf_4 | 97 |
| or3_1 | 74 |
| a22oi_1 | 73 |
| nor3_1 | 56 |
| and3_1 | 54 |
| a32oi_1 | 37 |
| o22ai_1 | 31 |
| a31oi_1 | 29 |
| a311oi_1 | 24 |
| nor2_2 | 24 |
| a221oi_1 | 20 |
| a22o_1 | 19 |
| o211ai_1 | 19 |
| and2_1 | 17 |
| ha_1 | 17 |
metrics by stage:
stage               power [W]  hold WS (ps)
floorplan             0.00124           837
global placement      0.00151           896
detailed placement    0.00150           882
kinds of logic after synthesis:
kind of cell,share of synthesized area [%]
adders and majority gates,0.126
xor gates and xnor gates,0.112
buffers and inverters,5.46
AOI/OAI and AO/OA,12.4
DFF,31.2
and+or+nand+nor,13.2
muxes,37.6
Power is estimated from default activity; no workload was simulated.
